### design.v
module control(
    input wire clock,
    input wire reset,
    input wire greater_out,
    input wire equal16_out,
    output reg element_write,
    output reg element_drive,
    output reg max_write,
    output reg i_write,
    output reg i_drive,
    output reg plus1_drive,
    output reg memory_write,
    output reg memory_drive,
    output reg address_write);
    parameter state_reset =     3'h0;
    parameter state_loop =      3'h1;
    parameter state_read1 =     3'h2;
    parameter state_read2 =     3'h3;
    parameter state_compare =   3'h4;
    parameter state_write_max = 3'h5;
    parameter state_increment = 3'h6;
    parameter state_end =       3'h7;
    reg [2:0] state;
    reg [2:0] next_state;
    always @* begin
        element_write = 1'b0;
        element_drive = 1'b0;
        max_write = 1'b0;
        i_write = 1'b0;
        i_drive = 1'b0;
        plus1_drive = 1'b0;
        memory_write = 1'b0;
        memory_drive = 1'b0;
        address_write = 1'b0;
        next_state = state_reset;
	case (state)
	    state_reset: begin
		next_state = state_loop;
	    end
	    state_loop: begin
		if (equal16_out == 1'b1) begin
		    next_state = state_end;
		end else begin
		    next_state = state_read1;
		end
	    end
	    state_read1: begin
		i_drive = 1'b1;
		address_write = 1'b1;
		next_state = state_read2;
	    end
	    state_read2: begin
		memory_drive = 1'b1;
		element_write = 1'b1;
		next_state = state_compare;
	    end
	    state_compare: begin
		if (greater_out == 1'b1) begin
		    next_state = state_write_max;
		end else begin
		    next_state = state_increment;
		end
	    end
	    state_write_max: begin
		element_drive = 1'b1;
		max_write = 1'b1;
		next_state = state_increment;
	    end
	    state_increment: begin
		plus1_drive = 1'b1;
		i_write = 1'b1;
		next_state = state_loop;
	    end
	    state_end: begin
		next_state = state_end;
	    end
	endcase
    end
    always @(posedge clock) begin
        if (reset == 1'b1) begin
            state <= state_reset;
        end else begin
            state <= next_state;
        end
    end
endmodule
### run.sh
#!/bin/bash
# OpenROAD 26Q1-2900-gdf79404cd8, Yosys 0.63+post, stock flow scripts
make -C /OpenROAD-flow-scripts/flow DESIGN_CONFIG=/design/flow/config.mk WORK_HOME=/design/flow/orfs finish
### config.mk
export PLATFORM = sky130hd
export DESIGN_NAME = control
export DESIGN_NICKNAME = control
export VERILOG_FILES = /design/flow/design.v
export SDC_FILE = /design/flow/constraint.sdc
export NUM_CORES = 4
export LEC_CHECK = 1
export CORE_AREA = 10 10 70 70
export DIE_AREA = 0 0 80 80
### constraint.sdc
current_design control

set clk_period 1.8
set clk_io_pct 0.2

create_clock -name clk0 -period $clk_period [get_ports {clock}]

set non_clock_inputs [all_inputs -no_clocks]
set_input_delay [expr $clk_period * $clk_io_pct] -clock clk0 $non_clock_inputs
set_output_delay [expr $clk_period * $clk_io_pct] -clock clk0 [all_outputs]
==> run_results.csv <==
group,metric,value,unit
outcome,run_status,"finished with violations",
outcome,violations,"negative setup slack",
cells_and_area,biggestRegsByFlops,"state (8)",
clock_network,h-tree-depth,1,
clock_network,clk_pin_slew_worst_paths,0.05,ns
global_route,grt.total_usage,2.44,%
routing,wirelength,781,um
pwr,leakage,0.203,nW
placed_design,numPortBuffers,11,
timing,setup_viol,6,
die,die_area,0.00640,mm^2
synth,yosys_area,297,um^2
clock_network,cts.sinks,8,
synth,yosysWarnings,1,
worst_setup_path,crit_required,1.44,ns
worst_hold_path,hp-class,"register to register",
timing,fin_hold_ws,0.490,ns
worst_hold_path,holdPathStages,2,
run,maxCapViolCount,0,
worst_setup_path,worst-r2r-cell-count,2,
clock_network,max-clock-path-buffers,2,
placed_design,gp_congestion,0.761,
die,die_w,80,um
synth,seq_area_frac_synth,54.0,%
worst_setup_path,endpoint_kind,"output pin",
die,num_rows,21,
routing,ant_nets,0,
clock_network,hold_buffers,0,
cells_and_area,syn_to_final_growth,75.1,%
timing,fmax,518,MHz
global_route,antenna_found_initial,0,
pwr,cellPowerDensity,727,mW/mm^2
synth,syn-cell-area,297,um^2
global_route,overflow,0,
timing,period_needed,1.93,ns
routing,drc,0,
timing,fin_skew,0.00224,ns
clock_network,cts_root_buf,"clkbuf_4",
global_route,grt_pass1_vias,255,
timing,period_used_share,107,%
routing,drt_iter0_drc,30,
worst_setup_path,worst-path-max-fanout,4,
run,warnings,27,
global_route,grt_max_degree,9,
synth,ys_cells,31,
worst_setup_path,r2r_end,"state[3]",
global_route,grt_pass1_wl,1190,um
die,fp.dieH,80,um
cells_and_area,regMostFlops,"state",
cells_and_area,layout.cells.non_filler,91,
pwr,vdd.ir_drop.worst,0.195,mV
routing,viasPerCell,2.81,
synth,synth.avg_cell_area,9.57,um^2
placed_design,hpwl,562,um
routing,n_antenna_cell,0,
clock_network,clkLatencyLatePin,0.25,ns
worst_setup_path,start_kind,"register",
die,core,0.00342,mm^2
placed_design,placed_cells,85,
routing,dr.pass1.iters,6,
worst_setup_path,r2r-start,"state[5]",
synth,syn_inst,31,
worst_setup_path,path_class,"register to output pin",
pwr,power,0.377,mW
routing,wl_per_cell,8.58,um
die,fp-utilization,8.68,%
worst_hold_path,holdPathEnd,"state[4]",
synth,ys_types,12,
timing,fin_ws,-0.129,ns
worst_hold_path,hold_start,"state[0]",
die,ios,13,
worst_setup_path,worst_ep_arrival_time,1.57,ns
cells_and_area,drive_above_1_share,48.9,%
clock_network,cts_buffers,3,
clock_network,tritoncts,"built",
cells_and_area,post-route-util,15.2,%
timing,grt_setup_unrepaired,"true",
timing,hold_viol,0,
timing,slew_violations,0,
synth,ys_ff,8,
routing,vias,256,
cells_and_area,largest_reg_flops,8,
worst_setup_path,rrSetupSlack,1.04,ns
-- layer usage --
layer | routed length [um] | GRT usage (%)
met4 | 0 | 0.352
met3 | 207 | 3.86
met1 | 324 | 2.55
met5 | 0 | 0
met2 | 249 | 2.49
-- worst max path at each step --
stage,from,endpoint,slack [ns],depth (start not counted)
global route,state[1],max_write,-0.21,4
CTS,state[0],element_write,-0.19,4
finish,state[1],max_write,-0.13,4
-- synthesized netlist by cell type --
cell type / n / area share, %
or4_4: 1 / 3.8
a21oi_1: 2 / 3.4
conb_1: 1 / 1.3
dfxtp_1: 8 / 54
nand2b_1: 1 / 2.1
buf_4: 5 / 13
nand2_1: 1 / 1.3
nor4_1: 4 / 8.4
nor2_1: 4 / 5.1
nor3b_1: 1 / 2.5
inv_1: 1 / 1.3
nor2b_1: 2 / 4.2
-- cells by family (layout without fill, tap and decap cells) --
logic type      Yosys count  in the layout  share of synthesized area, %
buf+inv                   6             20                          13.9
other cells               1              1                          1.26
simple gates             14             14                          27.4
compound gates            2              2                          3.38
flops                     8              8                          54.0
-- where the power goes --
group / switching [mW] / total [mW] / leakage [nW] / internal, mW
Combinational: 0.0195 / 0.0580 / 0.123 / 0.0385
Clock: 0.0557 / 0.132 / 0.0138 / 0.0759
Sequential: 0.00516 / 0.188 / 0.0659 / 0.183
-- metrics by stage --
stage                     area, um^2  setup TNS [ns]  setup slack (ns)
after global routing             519           -1.35            -0.213
final                            519          -0.682            -0.129
after floorplan                  297               0             0.311
after CTS                        503          -0.957            -0.191
after global placement           442           -1.47            -0.200
after detailed placement         442           -1.65            -0.212
-- what timing repair did --
action	in CTS	in global routing
pin swaps	4	4
setup endpoints to repair	8	8
gates resized	33	3
setup buffers	2	1
-- layout by cell type, fill, tap and decap left out --
master	synthesis	final
nor3b_1	1	1
buf_6	0	3
inv_1	1	1
buf_4	5	2
clkbuf_4	0	3
buf_2	0	8
nor2_1	4	4
nand2b_1	1	1
dfxtp_1	8	7
or4_4	1	1
a21oi_1	2	2
conb_1	1	1
clkdlybuf4s50_1	0	3
dfxtp_2	0	1
nor2b_1	2	2
nor4_4	0	4
nand2_1	1	1
-- critical path, stage by stage, from the launching register on --
cell,delay (ns)
dfxtp_2,0.32
or4_4,0.58
buf_6,0.15
nor4_4,0.13
buf_2,0.14
-- layout make-up --
class / count / area [um^2]
clock buffer: 3 / 22.5
inverter: 1 / 3.75
fill: 389 / 2900
sequential: 8 / 161
timing repair buffer: 16 / 119
multi-input combinational: 17 / 155
tap: 46 / 57.6
No activity file was given, so power comes from the tool's default toggle rates.
