[/design/flow/design.v]
module plus1(
    input wire [7:0] in,
    output reg [7:0] out);
    always @* begin
        out = in + 8'h1;
    end
endmodule
[/design/flow/run.sh]
#!/bin/bash
# OpenROAD 26Q1-2900-gdf79404cd8, Yosys 0.63+post, stock flow scripts
make -C /OpenROAD-flow-scripts/flow DESIGN_CONFIG=/design/flow/config.mk WORK_HOME=/design/flow/orfs finish
[/design/flow/config.mk]
export PLATFORM = sky130hd
export DESIGN_NAME = plus1
export DESIGN_NICKNAME = plus1
export VERILOG_FILES = /design/flow/design.v
export SDC_FILE = /design/flow/constraint.sdc
export NUM_CORES = 4
export LEC_CHECK = 1
export CORE_AREA = 10 10 70 70
export DIE_AREA = 0 0 80 80
[/design/flow/constraint.sdc]
current_design plus1

set clk_period 1.0
set clk_io_pct 0.2

create_clock -name clk0 -period $clk_period

set non_clock_inputs [all_inputs -no_clocks]
set_input_delay [expr $clk_period * $clk_io_pct] -clock clk0 $non_clock_inputs
set_output_delay [expr $clk_period * $clk_io_pct] -clock clk0 [all_outputs]
==> impl_metrics.csv <==
group,metric,value,unit
run_status,outcome,"finished with violations",
run_status,failed_checks,"negative setup slack",
critical_path,critPathMaxFanout,2,
critical_path,crit_required,800,ps
min_path,hold_path.class,"primary input to output port",
power_and_ir_drop,max-vdd-ir-drop,0.0437,mV
final_layout,drive_gt1_share,81.4,%
grt,gr-total-overflow,0,
floorplanning,fp.dieW,80,um
detailed_routing,finalWirelength,682,um
sta,period_used_share,110,%
synthesis,yosys-stat-cells,16,
power_and_ir_drop,power_density,321,nW/um^2
sta,tns,-181,ps
detailed_routing,diodes,0,
final_layout,fillers,387,
place,gp_congestion,0.732,
synthesis,synth_seq_share,0,%
detailed_routing,drtIter0Drc,0,
place,placedCellCount,85,
sta,setup-violations-final,3,
floorplanning,chip_area,6400,um^2
grt,grt_util_all_layers,2.06,%
floorplanning,core,3420,um^2
detailed_routing,wl_per_cell,7.66,um
place,place_ws,-936,ps
critical_path,crit_chain,"clkdlybuf4s15_2 -> nand2_2 -> nor3_4 -> xor2_1 -> buf_2",
sta,rsz0062_at_grt,"yes",
final_layout,stdcell_count,89,
sta,max_freq,906,MHz
floorplanning,fp_util,3.41,%
run,maxCapViolations,0,
critical_path,critPathLaunchType,"primary input",
synthesis,top_cells_by_area,"xnor2_1, xor2_1, ha_1",
floorplanning,core.rowCount,21,
detailed_routing,drt-vias-per-instance,2.38,
synthesis,synth.distinct_cells,10,
critical_path,cpPeakStageDelay,190,ps
critical_path,slowest_stage,"clkdlybuf4s15_2",
sta,drv_slew,0,
critical_path,cp.arrival,900,ps
critical_path,cp-end-kind,"output port",
grt,grt_max_degree,5,
detailed_routing,drc,0,
sta,hold_viol,0,
run,tool_warnings,34,
floorplanning,die_h,80,um
detailed_routing,ant_nets,0,
power_and_ir_drop,total_power,151,uW
power_and_ir_drop,p_leak,0.000211,uW
final_layout,seq_area,0,um^2
sta,slew_headroom,90.7,%
place,io_buffer_count,16,
sta,setup_ws,-104,ps
grt,grt_pass1_vias,212,
synthesis,syn_inst,16,
grt,grt_antenna_before_repair,0,
synthesis,syn_avg_cell_area,7.27,um^2
sta,finalWorstPathRequiredPeriod,1100,ps
place,dp_hpwl,551,um
synthesis,post-synth-top-area-fraction,22.6,%
critical_path,crit_type,"primary input to output port",
synthesis,top_area_cell,"xnor2_1",
grt,grt_pass1_wl,1.10,mm
final_layout,comb_area,189,um^2
sta,holdWs,759,ps
final_layout,clockBufferCount,0,
synthesis,yosys-stat-area,116,um^2
synthesis,synth_warnings,1,
sta,tightest_slew,139,ps
final_layout,area_growth,305,%
floorplanning,ios,16,
detailed_routing,vias,212,
synthesis,synthesis.area,116,um^2
final_layout,flops,0,
detailed_routing,drt_pass1_iterations,1,
## power breakdown
group	internal (uW)	switching (uW)
registers	0	0
clock network	0	0
logic	96.6	54.9
## per-stage QoR
step | util, % | cell area [um^2]
CTS | 13.5 | 462
finish | 13.8 | 472
global route | 13.8 | 472
detailed placement | 11.3 | 387
global placement | 11.3 | 387
floorplan | - | 116
## cells by family after synthesis
logic type                 after synthesis  synth area share [%]
and+or+nand+nor                          8                  40.9
adders and majority gates                1                  10.8
buffers and inverters                    1                  3.22
xor gates and xnor gates                 6                  45.2
## placed cells by master, fill, tap and decap left out
cell             instances
ha_4                     1
clkbuf_2                 2
nand2_2                  2
nand3_4                  2
clkdlybuf4s15_2          1
buf_8                    2
nand3_2                  1
nor2_4                   1
dlygate4sd2_1            3
nor3_4                   1
buf_4                    7
inv_1                    1
buf_6                    5
and3_4                   1
xor2_1                   3
xnor2_1                  1
buf_2                    7
xnor2_2                  2
## cell usage after synthesis (all sizes together)
master  instances
and3            1
inv             1
nand2           2
nor3            1
ha              1
nand3           3
xor2            3
nor2            1
xnor2           3
## critical path: cells and delay by family
kind,cells,cell delay (ps)
xor gates and xnor gates,1,150
and+or+nand+nor,2,250
buffers and inverters,2,300
## layout make-up
cell class	instances	area share [%]
multi-input combinational	15	40.1
timing repair buffer	27	46.9
inverter	1	0.796
tap	46	12.2
## final timing paths
check                 slack (ps)  cells after the start     end  startpoint
worst max-delay path        -100                      5  out[7]       in[6]
worst min-delay path         760                      4  out[4]       in[3]
## routing by layer
metal,part of all wire [%],routed length [um],track usage (%)
met5,0,0,0
met4,0,0,0
met1,42,285,2.38
met3,12,79,0.795
met2,47,318,3.69
## timing repair
action	in CTS	in global routing
setup buffers	4	0
setup endpoints to repair	8	6
hold buffers	0	0
resized	68	5
pin swaps	10	5
Power figures rest on the tool's default switching activity, not on a simulated workload.
