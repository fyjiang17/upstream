File: constraint.sdc
current_design clocks

set clk_period 4.3
set clk_io_pct 0.2

create_clock -name clk0 -period $clk_period [get_ports {osc_50}]

set non_clock_inputs [all_inputs -no_clocks]
set_input_delay [expr $clk_period * $clk_io_pct] -clock clk0 $non_clock_inputs
set_output_delay [expr $clk_period * $clk_io_pct] -clock clk0 [all_outputs]
File: config.mk
export PLATFORM = sky130hd
export DESIGN_NAME = clocks
export DESIGN_NICKNAME = clocks
export VERILOG_FILES = /design/flow/design.v
export SDC_FILE = /design/flow/constraint.sdc
export NUM_CORES = 4
export LEC_CHECK = 1
export CORE_AREA = 10 10 102 102
export DIE_AREA = 0 0 112 112
File: run.sh
#!/bin/bash
# OpenROAD 26Q1-2900-gdf79404cd8, Yosys 0.63+post, stock flow scripts
make -C /OpenROAD-flow-scripts/flow DESIGN_CONFIG=/design/flow/config.mk WORK_HOME=/design/flow/orfs finish
File: design.v
module clocks(
    input wire osc_50,                   
    input wire clock_key,                
    output reg clock);                   
    reg [24:0] clock_slow;
    reg clock_key1, clock_key_sync;
    always @(posedge osc_50) begin
        clock_slow <= clock_slow + 25'h1;
    end
    always @(posedge osc_50) begin
        clock_key1 <= clock_key;
	clock_key_sync <= clock_key1;
    end
    always @* begin
        clock = clock_slow[24];                   
    end
endmodule
==> impl_metrics.json <==
{
  "rows": 33,
  "reg_top3": "clock_slow x25",
  "crit_family": "buffers and inverters",
  "max_cap_viol_count": 0,
  "yosys_cells": 85,
  "cts_buffers": 3,
  "drtPass1Iterations": 4,
  "path_max_fanout": 2,
  "drv_slew": 0,
  "warnings": 26,
  "lay_top_count": "dfxtp_1",
  "grt_pass1_vias": 519,
  "fp.dieH_um": 112,
  "cts_root_buffer": "clkbuf_8",
  "clk_path_buf_depth": 2,
  "overflow": 0,
  "syn-instance-count": 85,
  "cts_tree": "built",
  "floorplan.core_util_pct": 11.94,
  "min_path_type": "register to register",
  "wl_per_cell_um": 6.221,
  "worst-path-buf-inv": 1,
  "status": "finished clean",
  "arrival_ps": 1070,
  "grt_pass1_wl_um": 2228,
  "hold_viol": 0,
  "track_usage_pct": 1.951,
  "area_growth_pct": 19.01,
  "drt-initial-drc-count": 32,
  "die_area_um2": 12540,
  "tightest_slew_ps": 357.1,
  "htreeDepth": 1,
  "avgSynthCellArea_um2": 11.54,
  "port_buffers": 1,
  "powerDensity_nw_per_um2": 310.2,
  "via_per_inst": 2.846,
  "drive_gt1_share_pct": 10.00,
  "ctsResizeCount": 0,
  "ir_worst_vdd_v": 0.0001634,
  "utilization_pct": 14.21,
  "regMostFlops": "clock_slow",
  "ys_types": 15,
  "dp_hpwl_um": 913.9,
  "crit_type": "register to primary output",
  "crit_path_start_kind": "register",
  "largest_reg_flops": 25,
  "skew_ps": 2.342,
  "ant_nets": 0,
  "synth_seq_share_pct": 51.02,
  "cp.required_ps": 3440,
  "worstSetupEndpointType": "primary output",
  "finalCritPeriodShare_pct": 44.94,
  "dieWidth_um": 112,
  "insertion_delay_ps": 260,
  "tns_ps": 0,
  "slowest_delay_ps": 470,
  "ys_ff": 25,
  "globalplace.congestion": 0.7111,
  "cts_hold_buf": 0,
  "cts_sinks": 25,
  "min_period_ps": 1932,
  "cts_setup_buffers": 0,
  "p_leak_nw": 0.4189,
  "diodes": 0,
  "setup_viol": 0,
  "wirelength_um": 1213,
  "vias": 555,
  "path_cells": "clkdlybuf4s50_1",
  "critical-path-slowest-cell": "clkdlybuf4s50_1",
  "clk_pin_slew_ps": 80,
  "grt_max_degree": 14,
  "rsz0062_at_grt": "false",
  "core_um2": 8217,
  "fillers": 906,
  "timing.fmax_mhz": 517.5,
  "yosys_warnings": 1,
  "drc": 0,
  "ys_chip_area_um2": 980.9,
  "antenna_found_initial": 0,
  "final_cell_mix": "25 x dfxtp_1, 15 x xnor2_1, 9 x nand3_1",
  "relSlewSlack_pct": 76.01,
  "io_pins": 3,
  "netlist_area_um2": 980.9
}
routing by layer:
metal	up-vias	share of wire (%)	global-route usage, %
met1	248	54	2.611
met5	-	0	0
met4	0	0	0.1692
met3	0	3.5	0.7600
met2	3	43	3.030
li1	304	-	-
logic make-up (layout without fill, tap and decap cells):
| logic type | after synthesis | count (layout) | synth area share (%) |
|---|---|---|---|
| xor gates and xnor gates | 23 | 23 | 20.54 |
| adders and majority gates | 1 | 1 | 1.275 |
| buffers and inverters | 2 | 7 | 0.7656 |
| DFF | 25 | 25 | 51.02 |
| and+or+nand+nor | 34 | 34 | 26.40 |
path summary, 6_finish.rpt:
check / cells past startpoint / slack [ps] / endpoint / start
hold / removal: 1 / 410 / clock_slow[0] / clock_slow[0]
hold reg to reg: 1 / 410 / clock_slow[0] / clock_slow[0]
setup reg to reg: 5 / 2790 / clock_slow[24] / clock_slow[0]
setup / recovery: 1 / 2370 / clock / clock_slow[24]
cells in the mapped netlist:
| master | n | area share (%) |
|---|---|---|
| and3_1 | 5 | 3.2 |
| and3_2 | 1 | 0.77 |
| and4_1 | 2 | 1.8 |
| dfxtp_1 | 25 | 51 |
| ha_1 | 1 | 1.3 |
| inv_1 | 2 | 0.77 |
| nand2_1 | 4 | 1.5 |
| nand3_1 | 9 | 4.6 |
| nand3_4 | 1 | 1.8 |
| nand4_1 | 4 | 2.6 |
| nand4_4 | 2 | 4.3 |
| nor2_1 | 4 | 1.5 |
| nor4_4 | 2 | 4.3 |
| xnor2_1 | 15 | 13 |
| xor2_1 | 8 | 7.1 |
report_power, final:
part	total, mW	switching [mW]	internal [mW]
sequential	0.231	0	0.231
clock	0.131	0.0649	0.0660
combinational	0.000000195	0	0
final cells by class:
class	count	area [um2]	area share (%)
multi-input combinational	58	473.0	40.51
clock buffer	4	45.04	3.859
tap	105	131.4	11.25
timing repair buffer	1	10.01	0.8574
inverter	2	7.507	0.6431
sequential	25	500.5	42.87
through the flow:
stage	setup slack (ps)	instance area (um2)	hold slack, ps	instances	power (mW)
global route	2316	1167	439.2	195	0.3789
global placement	2640	1122	392.8	191	0.2367
floorplan	2915	980.9	382.7	85	0.2367
detailed placement	2638	1122	398.2	191	0.2367
CTS	2342	1167	417.7	195	0.3692
finish	2368	1167	412.8	195	0.3621
No activity file was given, so power comes from the tool's default toggle rates.
